[flow/constraint.sdc]
current_design a43

set clk_period 8.0
set clk_io_pct 0.2

create_clock -name clk0 -period $clk_period [get_ports {clk}]

set non_clock_inputs [all_inputs -no_clocks]
set_input_delay [expr $clk_period * $clk_io_pct] -clock clk0 $non_clock_inputs
set_output_delay [expr $clk_period * $clk_io_pct] -clock clk0 [all_outputs]
[flow/run.sh]
#!/bin/bash
# OpenROAD 26Q1-2900-gdf79404cd8, Yosys 0.63+post, stock flow scripts
make -C /OpenROAD-flow-scripts/flow DESIGN_CONFIG=/design/flow/config.mk WORK_HOME=/design/flow/orfs finish
[flow/config.mk]
export PLATFORM = sky130hd
export DESIGN_NAME = a43
export DESIGN_NICKNAME = a43
export VERILOG_FILES = /design/flow/design.v
export SDC_FILE = /design/flow/constraint.sdc
export NUM_CORES = 4
export LEC_CHECK = 1
export CORE_AREA = 10 10 88 88
export DIE_AREA = 0 0 98 98
[flow/design.v]
`timescale 1ns / 1ps
module counter #(parameter width=32) (input clk, input [7:0] increment, output reg [width-1:0] count);
	initial begin
		count = 0;
	end
	always @( posedge clk)begin
		count <= count+increment;
	end
endmodule
module a43(input clk, input [7:0] switches, output [7:0] seg, output [3:0] an);
wire [15:0] full_count;
reg [3:0] numbers [0:3];
reg [3:0] points;
counter #(.width(16)) my_counter(.clk(clk), .increment(switches), .count(full_count));
seven_seg_controller my_display(.clk(full_count[15]), .digits({numbers[3], numbers[2], numbers[1], numbers[0]}), .decimal_points(points), .segments({dp,seg}), .anodes(an));
initial
begin
	numbers[0] = {4'ha};
	numbers[1] = {4'hb};
	numbers[2] = {4'hc};
	numbers[3] = {4'hd};
	points = 4'b1111;
end
endmodule
module seven_seg_controller (input clk,
                             input [15:0] digits,
                             input [3:0] decimal_points,
							 output [7:0] segments,
							 output reg[3:0] anodes);
	wire [4:0] digits_array [0:3];  
	assign digits_array[3] = digits[15:12];
	assign digits_array[2] = digits[11:8];
	assign digits_array[1] = digits[7:4];
	assign digits_array[0] = digits[3:0];
	wire [1:0] digit_index;  
	counter #(.width(2)) my_counter(.clk(clk), .increment(1), .count(digit_index));
	wire [3:0] digit;
	assign digit = digits_array[digit_index];
	assign segments[7] = decimal_points[digit_index];
	seven_seg_decoder mydecoder(.digit(digit), .segs(segments[6:0]));
	always @(posedge clk)
	begin
		anodes = 4'b1111;
		anodes[digit_index] = 0;
	end
endmodule
module seven_seg_decoder(input [3:0] digit, output reg [6:0] segs);
always @(digit)
begin
	segs = 0;
	case (digit[3:0])
		0	: segs[6:0] = 7'b1000000;
		1	: segs[6:0] = 7'b1111001;
		2	: segs[6:0] = 7'b0100100;
		3	: segs[6:0] = 7'b0110000;
		4	: segs[6:0] = 7'b0011001;
		5	: segs[6:0] = 7'b0010010;
		6	: segs[6:0] = 7'b0000010;
		7	: segs[6:0] = 7'b1111000;
		8	: segs[6:0] = 7'b0000000;
		9	: segs[6:0] = 7'b0010000;
		10	: segs[6:0] = 7'b0001000;
		11	: segs[6:0] = 7'b0000011;
		12	: segs[6:0] = 7'b1000110;
		13	: segs[6:0] = 7'b0100001;
		14	: segs[6:0] = 7'b0000110;
		15	: segs[6:0] = 7'b0001110;
		default: segs[6:0] = 0;	 
	endcase
end
endmodule
==> reports/summary.rpt <==
=======================================================================================
Outcome                                                                    complete, no violations
Number of core rows                                                                  28
Worst setup slack after placement                                               4.35 ns
Number of hold buffers added after CTS                                                0
# Cells Yosys                                                                       108
Pwr dens                                                                     281 nW/um2
Share of async-settable or async-resettable flops after synthesis                    0%
Most used standard cells in the synthesized netlist                        22 x dfxtp_1, 16 x ha_1, 8 x inv_1, 8 x xnor2_1, 7 x a21oi_1
Required time of the critical path                                              8.14 ns
Post-synthesis chip area from yosys                                            1090 um2
Count of state elements after synthesis                                              22
Final Max Tran Viols                                                                  0
Most area-hungry cell type in the Yosys netlist                                 dfxtp_1
Final tally of hold violations                                                        0
Layout cell share with drive strength beyond 1                                    5.47%
CTS Buf Count                                                                         3
Number of input and output port buffers inserted                                     19
CORE AREA                                                                      5920 um2
Post-Syn Instances                                                                  108
Syn Area/Cell                                                                  10.1 um2
Sum of negative setup slack                                                        0 ns
Sequential area share after synthesis                                             40.4%
Count of vias placed by the detailed router                                         771
GRT Total Usage                                                                   4.27%
Number of unconstrained endpoints                                                    17
Number of H-tree levels                                                               1
Number of max-capacitance violations reported                                         0
Maximum number of pins on one net before global-route repair                         10
Floorplan Utilization                                                             18.4%
Worst clock skew on the final layout                                         0.00141 ns
Initial antenna violation count                                                       0
VDD IR max                                                                   0.000107 V
Total iterations of the first detailed-routing run                                    4
N_diodes                                                                              0
Post_cts resized                                                                      0
Sort of element at the start of the critical path                          primary input
DRC violations left                                                                   0
Post CTS Setup Buffer Count                                                           0
Synth-to-layout area growth                                                       28.7%
Antenna-violating nets left                                                           0
Clock slew seen by the registers of the worst setup and hold paths              0.06 ns
Number of violations reported at the end of detailed-routing iteration 0             15
Die Area                                                                       9600 um2
Worst Path Arrival                                                              3.54 ns
Via count normalized by instance count                                             3.80
Worst-case setup margin in the final layout                                     4.59 ns
Worst Path Class, Setup                                                          in2reg
Die Width                                                                         98 um
Post-Synthesis Cell Area                                                       1090 um2
Min Clock Period, post-route                                                    3.41 ns
Cell area leaders                                                          dfxtp_1 40%, ha_1 18%, xnor2_1 6.4%
Longest Clk Path Bufs                                                                 2
Post-synth top flop                                                             dfxtp_1
Tool Warnings                                                                        32
Static leakage                                                                 0.601 nW
# fillers                                                                           651
Max Fclk                                                                      0.294 GHz
Height of the chip                                                                98 um
Unrepaired setup endpoints after global routing                                   false
Clock latency at the later pin of the worst-skew pair                           0.25 ns
Worst min-delay path class                                                      reg2reg
Congestion Overflow GR                                                                0
Maximum net fanout on the critical path                                               3
Global-route wire length before repair                                          3550 um
Yosys warns                                                                           8
Share of Yosys cell area claimed by the top area cell type                        40.4%
Average routed wire per standard cell                                           9.56 um
EDFF count, synth                                                                     0
Num ports                                                                            21
Clock tree from TritonCTS                                                          done
Final setup vio count                                                                 0
Sum of net half-perimeters after detailed placement                             1580 um
CP endpoint kind                                                                   flop
Placer's final routability congestion estimate                                    0.751
Master cell of the clock root buffer                                           clkbuf_8
Synth unique cells                                                                   31
Count of unclocked register or latch pins                                             6
Vias in the first global route                                                      788
Final wirelength                                                                1940 um
Final Cycle Share                                                                 42.6%
Most common cell in the netlist                                                 dfxtp_1
=======================================================================================
cell families (layout without fill, tap and decap cells):
kind of cell | count (synthesis) | after routing | share of synthesized area (%)
buffers and inverters | 11 | 31 | 5.17
DFF | 22 | 22 | 40.4
adders and majority gates | 17 | 17 | 20.2
and+or+nand+nor | 23 | 23 | 10.6
xor gates and xnor gates | 12 | 12 | 9.64
other | 1 | 1 | 0.344
AOI/OAI and AO/OA | 22 | 22 | 13.7
area by class of cell:
class	count	area, um2	area share [%]
Inverter	8	30.0	2.14
Tap cell	75	93.8	6.69
Clock buffer	4	55.1	3.93
Multi-Input combinational cell	75	593	42.3
Timing Repair Buffer	19	190	13.6
Sequential cell	22	440	31.4
layer usage:
| layer | vias to the layer above | GRT usage (%) | share of wire (%) |
|---|---|---|---|
| met4 | 0 | 0.224 | 0.62 |
| met1 | 344 | 5.20 | 44 |
| met3 | 2 | 2.56 | 13 |
| met2 | 20 | 6.65 | 43 |
| li1 | 405 | - | - |
| met5 | - | 0 | 0 |
critical path, cell delays in order:
cell	delay, ns
clkdlybuf4s50_1	0.43
ha_1	0.23
fa_1	0.42
a211oi_1	0.25
o21a_1	0.22
a221o_2	0.20
nor2_1	0.06
xor2_1	0.13
power by group:
part / total, mW / switching [mW] / internal [mW]
logic: 0.180 / 0.0922 / 0.0875
clock network: 0.0708 / 0.0272 / 0.0436
registers: 0.144 / 0.0238 / 0.120
total: 0.394 / 0.143 / 0.251
state kept, by name (all words and copies together), names as in the netlist:
register	flops
my_display.my_counter.count	2
my_display.anodes	4
my_counter.count	16
final timing paths:
kind	start	end	slack [ns]	cells after the start
worst max-delay path	switches[0]	my_counter.count[12]$_DFF_P_	4.59	8
worst min-delay path	my_counter.count[0]$_DFF_P_	my_counter.count[0]$_DFF_P_	0.44	1
worst max register to register	my_counter.count[0]$_DFF_P_	my_counter.count[12]$_DFF_P_	6.12	7
worst min register to register	my_counter.count[0]$_DFF_P_	my_counter.count[0]$_DFF_P_	0.44	1
layout by cell type, fill, tap and decap left out:
cell,count
o211ai_1,1
dfxtp_1,22
a221o_2,1
nor2b_1,1
or2_2,1
ha_1,16
a311o_1,1
clkbuf_8,4
clkdlybuf4s50_1,19
a21boi_0,1
nor2_1,6
xnor2_1,8
nand2_1,6
a21o_2,1
a211o_1,1
o2111ai_1,2
fa_1,1
nor3_1,1
inv_1,8
nand4_1,2
o21ai_0,4
conb_1,1
xor2_1,4
nor4_1,1
a21oi_1,7
a211oi_1,1
a21o_1,1
nand4b_1,1
and3_1,2
and2_1,2
o21a_1,1
per-stage QoR:
stage	hold slack [ns]	util (%)	power [mW]	cells	instance area (um2)
after floorplan	0.420	-	0.294	108	1090
after detailed placement	0.434	22.8	0.323	199	1350
after global placement	0.434	22.8	0.323	199	1350
final	0.444	23.7	0.394	203	1400
after global routing	0.478	23.7	0.438	203	1400
after CTS	0.449	23.7	0.400	203	1400
Power and IR drop assume default switching activity.
