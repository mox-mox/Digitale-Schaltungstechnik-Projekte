===== flow/run.sh =====
#!/bin/bash
# OpenROAD 26Q1-2900-gdf79404cd8, Yosys 0.63+post, stock flow scripts
make -C /OpenROAD-flow-scripts/flow DESIGN_CONFIG=/design/flow/config.mk WORK_HOME=/design/flow/orfs finish

===== flow/config.mk =====
export PLATFORM = sky130hd
export DESIGN_NAME = a51
export DESIGN_NICKNAME = a51
export VERILOG_FILES = /design/flow/design.v
export SDC_FILE = /design/flow/constraint.sdc
export NUM_CORES = 4
export LEC_CHECK = 1
export CORE_UTILIZATION = 50

===== flow/constraint.sdc =====
current_design a51

set clk_period 6.6
set clk_io_pct 0.2

create_clock -name clk0 -period $clk_period [get_ports {clk}]

set non_clock_inputs [all_inputs -no_clocks]
set_input_delay [expr $clk_period * $clk_io_pct] -clock clk0 $non_clock_inputs
set_output_delay [expr $clk_period * $clk_io_pct] -clock clk0 [all_outputs]

===== flow/design.v =====
`timescale 1ns / 1ps
module counter #(parameter width=32) (input clk, input [7:0] increment, output reg [width-1:0] count);
	initial begin
		count = 0;
	end
	always @( posedge clk)begin
		count <= count+increment;
	end
endmodule
module a51(input clk, input [3:0] buttons, output [7:0] seg, output [3:0] an);
wire [15:0] counts;
wire [3:0] debounced_buttons;
genvar i;
generate for (i =0; i<4; i=i+1)
begin: loop1
	debouncer my_debouncer(.clk(clk), .button(buttons[i]), .state(debounced_buttons[i]));
end
endgenerate
generate for (i =0; i<4; i=i+1)
begin: loop2
	bounce_counter my_bounce_counter(.clk(clk), .button(debounced_buttons[i]), .count(counts[i*4+3:i*4]));
end
endgenerate
wire [15:0] scaled_clk;
counter #(.width(16)) clock_scaler(.clk(clk), .increment(1), .count(scaled_clk));
seven_seg_controller my_display(.clk(scaled_clk[15]), .digits(counts), .decimal_points(0), .segments(seg), .anodes(an));
endmodule
module bounce_counter(input clk, input button, output reg [3:0] count);
reg [1:0] edge_detect=0;
initial count = 0;
always @(posedge clk)
	begin
		edge_detect[1] = edge_detect[0];
		edge_detect[0] = button;
		if(edge_detect[1:0] == 2'b01)
			count = count+1;
	end
endmodule
module debouncer(input clk, input button, output reg state);
reg [12:0] count;
initial state=0;
initial count=0;
always @(posedge clk)
begin
	if(button != state)
		count = count+1;
	else
		count = 0;
	if(count == 8191)
	begin
		state=button;
		count = 0;
	end
end
endmodule
module seven_seg_controller (input clk,
                             input [15:0] digits,
                             input [3:0] decimal_points,
							 output [7:0] segments,
							 output reg[3:0] anodes);
	wire [4:0] digits_array [0:3];  
	assign digits_array[3] = digits[15:12];
	assign digits_array[2] = digits[11:8];
	assign digits_array[1] = digits[7:4];
	assign digits_array[0] = digits[3:0];
	wire [1:0] digit_index;  
	counter #(.width(2)) my_counter(.clk(clk), .increment(1), .count(digit_index));
	wire [3:0] digit;
	assign digit = digits_array[digit_index];
	assign segments[7] = decimal_points[digit_index];
	seven_seg_decoder mydecoder(.digit(digit), .segs(segments[6:0]));
	always @(posedge clk)
	begin
		anodes = 4'b1111;
		anodes[digit_index] = 0;
	end
endmodule
module seven_seg_decoder(input [3:0] digit, output reg [6:0] segs);
always @(digit)
begin
	segs = 0;
	case (digit[3:0])
		0	: segs[6:0] = 7'b1000000;
		1	: segs[6:0] = 7'b1111001;
		2	: segs[6:0] = 7'b0100100;
		3	: segs[6:0] = 7'b0110000;
		4	: segs[6:0] = 7'b0011001;
		5	: segs[6:0] = 7'b0010010;
		6	: segs[6:0] = 7'b0000010;
		7	: segs[6:0] = 7'b1111000;
		8	: segs[6:0] = 7'b0000000;
		9	: segs[6:0] = 7'b0010000;
		10	: segs[6:0] = 7'b0001000;
		11	: segs[6:0] = 7'b0000011;
		12	: segs[6:0] = 7'b1000110;
		13	: segs[6:0] = 7'b0100001;
		14	: segs[6:0] = 7'b0000110;
		15	: segs[6:0] = 7'b0001110;
		default: segs[6:0] = 0;	 
	endcase
end
endmodule

==> results.json <==
{
  "grt_pass1_wl_um": 14100,
  "tightest_slew_ps": 947.9,
  "rsz0062_at_grt": "false",
  "edf_count": 20,
  "rrSetupSlack_ps": 4190,
  "final_antenna_net_count": 0,
  "drt_iter0_markers": 188,
  "muxShareOfSynthArea": 0.02191,
  "fmax_ghz": 0.2590,
  "worstSkewPairLatency_ps": 350,
  "async_flop_share": 0,
  "routedWlPerCell_um": 12.31,
  "worstPathRequired_ps": 5280,
  "switching_share": 0.2146,
  "max-vdd-ir-drop_mv": 0.08334,
  "power.leakage_nw": 1.795,
  "setup_tns_ps": 0,
  "holdPathEnd": "loop2[0].my_bounce_counter.edge_detect[0]",
  "grt_max_degree": 17,
  "hold_buffers": 0,
  "power.total_mw": 1.003,
  "ys_warn_count": 9,
  "ctsHtreeMaxLevel": 3,
  "syn_inst": 485,
  "ys_ff": 98,
  "switchingPower_mw": 0.2152,
  "worstReg2RegEnd": "loop1[1].my_debouncer.state",
  "tritoncts": "yes",
  "clk_pin_slew_worst_paths_ps": 90,
  "finalSetupViolCount": 0,
  "drive_gt1_frac": 0.06151,
  "xor_share": 0.1216,
  "dieWidth_um": 98.78,
  "crit_type": "reg -> out",
  "period_needed_ps": 3861,
  "end_kind": "primary output",
  "viasPerCell": 5.337,
  "synthSimpleGateAreaFrac": 0.2279,
  "warnings": 32,
  "nFillCells": 757,
  "drc_errors": 0,
  "drv_cap": 0,
  "place.gp.congestion": 0.8424,
  "core_area_um2": 8891,
  "routed_wl_um": 7534,
  "whs_ps": 414.4,
  "netlist_area_um2": 4683,
  "cts-buffers-inserted": 9,
  "hold_start": "loop1[0].my_debouncer.state",
  "grt_usage": 0.1807,
  "start_kind": "register",
  "synth-main-ff-cell": "dfxtp_1",
  "avgSynthCellArea_um2": 9.656,
  "post_cts_buffers": 0,
  "fin_skew_ps": 11.66,
  "io_pins": 17,
  "ys_cells": 485,
  "crit_fanout": 5,
  "fp-row-count": 34,
  "dr.pass1.iters": 6,
  "grt_pass1_vias": 3071,
  "synthAdderAreaFrac": 0.04809,
  "status": "finished, final reports clean",
  "port_buffers": 15,
  "arrival_ps": 2540,
  "worstHoldPathCells": 0,
  "cts-resized-gates": 0,
  "grt.overflow.total": 0,
  "synthAoiAreaFrac": 0.07908,
  "untimed_endpoints": 10,
  "rr_worst_depth": 5,
  "yosysUniqueCellTypes": 55,
  "finalClockPeriodUsage": 0.5849,
  "p_int_mw": 0.7876,
  "antenna_found_initial": 0,
  "p_per_area_nw_per_um2": 196.2,
  "pre_cts_slack_ps": 2910,
  "drv_slew": 0,
  "chipHeight_um": 98.78,
  "relSlewSlack": 0.3659,
  "unclocked_regs": 6,
  "chipArea_um2": 9757,
  "root_buffer": "clkbuf_8",
  "area_growth_pct": 9.137,
  "clockPowerShare": 0.388,
  "p_seq_frac": 0.584,
  "via_count": 3266,
  "ys_seq_share": 0.4617,
  "hold_viol": 0,
  "reg2reg_from": "loop1[1].my_debouncer.count[0]",
  "hold_path.class": "reg -> reg",
  "antenna_cells_inserted": 0,
  "post-dp-hpwl_um": 5327,
  "clock_path_buffers": 2,
  "ys_top_logic_family": "simple AND/OR/NAND/NOR gates",
  "fin_ws_ps": 2739,
  "yosys_area_um2": 4683,
  "initial_core_util": 0.5267,
  "pwr-share-comb": 0.029
}
cells by family after synthesis:
family,after synthesis
AND-OR/OR-AND,54
multiplexers,10
flip-flops,98
adder cells (fa/ha/maj),18
XOR/XNOR,65
AND/OR/NAND/NOR,198
buffers and inverters,41
other,1
stage by stage:
step,utilization,std cells,area (um2)
after floorplan,-,485,4683
after global placement,0.5514,596,4902
after detailed placement,0.5514,596,4902
after CTS,0.5749,612,5111
after global routing,0.5749,612,5111
final,0.5749,612,5111
flip-flops by register name, summed over array words and instances, names as in the netlist:
register,flops
clock_scaler.count,16
loop1.my_debouncer.state,4
loop1.my_debouncer.count,52
loop2.my_bounce_counter.count,16
my_display.my_counter.count,2
my_display.anodes,4
loop2.my_bounce_counter.edge_detect,4
cells in the mapped netlist, drive strengths merged, types with 7 or more instances:
cell | n | area share
nor2b | 8 | 0.011
nand3 | 31 | 0.033
xor2 | 18 | 0.034
dfxtp | 78 | 0.33
nand2 | 38 | 0.030
inv | 27 | 0.022
nor4 | 10 | 0.021
edfxtp | 20 | 0.13
nand4 | 12 | 0.021
nor3 | 32 | 0.034
o21ai | 7 | 0.0075
a21oi | 16 | 0.018
buf | 9 | 0.013
nor2 | 38 | 0.030
xnor2 | 47 | 0.088
mux2i | 8 | 0.017
ha | 18 | 0.048
how the worst max path moves through the flow:
| stage | startpoint | to | slack, ps | cells past startpoint |
|---|---|---|---|---|
| 4_1_cts | loop2[1].my_bounce_counter.count[1] | seg[3] | 2690 | 8 |
| 5_1_grt | loop2[1].my_bounce_counter.count[1] | seg[3] | 2480 | 8 |
| 6_report | loop2[1].my_bounce_counter.count[1] | seg[3] | 2740 | 8 |
layout make-up:
type                    count  area (um2)  area share
multi-input cells         346        2338      0.4575
flip-flops and latches     98        2162      0.4230
repair buffers             17       165.2     0.03231
well taps                 108       135.1     0.02644
clock buffers              11       151.4     0.02962
clock inverters             5       57.56     0.01126
inverters                  27       101.3     0.01983
power by group through the flow:
stage | clock network [mW] | logic [mW] | registers (mW)
after CTS | 0.408 | 0.0285 | 0.586
after global routing | 0.434 | 0.0323 | 0.587
final | 0.389 | 0.0286 | 0.586
critical path: stages (launching register included):
cell and delay, ps:
edfxtp_1 420, a222oi_1 390, mux2i_1 230, inv_1 130
ha_1 250, nand2_1 60, o21ai_0 80, a21oi_1 170
clkdlybuf4s50_1 470
cells in the final DEF, fill, tap and decap left out, types with 2 or more instances in the layout:
master and n:
clkdlybuf4s50_1 15, mux2i_1 8, and4_1 2, dfxtp_1 78, o221ai_1 2, mux2_2 2, o21ai_0 7, xnor2_1 47
o31ai_1 4, a22o_1 3, o21a_1 4, xor2_1 18, o211ai_1 3, o22ai_1 2, nor2b_1 8, and3_1 4
nand4b_1 3, buf_4 2, nor4_1 7, inv_1 27, and2_1 5, a21boi_0 3, nor4_4 2, ha_1 18
nand2b_1 4, nor3_1 32, nor2_1 38, clkbuf_8 11, nand3_1 31, edfxtp_1 20, nand2_1 38, a222oi_1 4
a21oi_1 15, or4_1 2, nand4_1 10, a22oi_1 2
metal layers:
layer	share of wire	global-route usage
met5	0	0
met3	0.036	0.02742
met4	0.011	0.01952
met2	0.41	0.2582
met1	0.54	0.3145
Power figures rest on the tool's default switching activity, not on a simulated workload.
