<file path="design.v">
module debouncer(input clk, input button, output reg state);
reg [12:0] count;
initial state=0;
initial count=0;
always @(posedge clk)
begin
	if(button != state)
		count = count+1;
	else
		count = 0;
	if(count == 8191)
	begin
		state=button;
		count = 0;
	end
end
endmodule
module a71(input clk, input dcf_digital, output clk78_0, output clk78_90, output led_dcf, output led_1Hz);
assign led_dcf=dcf_digital;
gen_78_125_khz dcf_clock(.clk(clk), .clk_78_0(clk78_0), .clk_78_90(clk78_90));
gen_ce_1Hz my_1Hz_generator(.clk(clk), .dcf_digital(dcf_digital), .ce_1Hz(led_1Hz));
endmodule
module edge_detector #(parameter detect_posedge=1)(input clk, input signal, output reg is_edge);
reg [1:0] edge_detect;
initial edge_detect=0;
always @(posedge clk)
begin
	edge_detect[1]=edge_detect[0];
	edge_detect[0]=signal;
	if(detect_posedge)
		if(edge_detect==2'b01)
			is_edge=1;
		else
			is_edge=0;
	else
		if(edge_detect==2'b10)
			is_edge=1;
		else
			is_edge=0;
end
endmodule
module gen_78_125_khz(input clk, output reg clk_78_0, output reg clk_78_90);
reg [8:0] counter;
initial
begin
	counter=0;
	clk_78_0=0;
	clk_78_90=1;
end
always @(posedge clk)
begin
	if(counter==0)
		clk_78_0 = ~clk_78_0;
	if(counter==160)
		clk_78_90=~clk_78_90;
	if(counter==320)
		counter=0;
	else
		counter=counter+1;
end
endmodule
module gen_ce_1024Hz(input clk, output reg ce_1024Hz);  
reg [15:0] gen_1024Hz_counter;
initial gen_1024Hz_counter = 0;
always @(posedge clk)
begin
	if(gen_1024Hz_counter == 48828)
	begin
		gen_1024Hz_counter=0;
		ce_1024Hz=1;
	end
	else
	begin
		gen_1024Hz_counter=gen_1024Hz_counter+1;
		ce_1024Hz=0;
	end
end
endmodule
module gen_ce_1Hz(input clk, input dcf_digital, output reg ce_1Hz);  
wire ce_1024Hz;						 
gen_ce_1024Hz my_ce_1024Hz(.clk(clk), .ce_1024Hz(ce_1024Hz));
wire dcf_clean;
debouncer debounce_dcf_digital(.clk(clk), .button(dcf_digital), .state(dcf_clean));
wire negedge_dcf_clean;				 
edge_detector #(.detect_posedge(0)) my_edge_detect(.clk(clk), .signal(dcf_clean), .is_edge(negedge_dcf_clean));
reg [9:0] gen_1Hz_counter;			 
initial gen_1Hz_counter=0;
reg [9:0] sync_count;				 
initial sync_count=0;
reg signed [9:0] count_delta[0:1];	 
reg signed [10:0] count_adjust;
always @(posedge clk)
begin
	if(ce_1024Hz)  
		gen_1Hz_counter=gen_1Hz_counter+1;
	if(gen_1Hz_counter==sync_count)
		ce_1Hz=1;
	else
		ce_1Hz=0;
	if (negedge_dcf_clean)
	begin
		count_delta[1]=count_delta[0];
		count_delta[0]=sync_count+41-gen_1Hz_counter;
		count_adjust=((count_delta[1]+count_delta[0])>>1);
			if(count_adjust<0)
				sync_count <= sync_count - count_adjust;			 
			else
				sync_count <= sync_count + count_adjust;			 
	end
end
endmodule
</file>
<file path="run.sh">
#!/bin/bash
# OpenROAD 26Q1-2900-gdf79404cd8, Yosys 0.63+post, stock flow scripts
make -C /OpenROAD-flow-scripts/flow DESIGN_CONFIG=/design/flow/config.mk WORK_HOME=/design/flow/orfs finish
</file>
<file path="config.mk">
export PLATFORM = sky130hd
export DESIGN_NAME = a71
export DESIGN_NICKNAME = a71
export VERILOG_FILES = /design/flow/design.v
export SDC_FILE = /design/flow/constraint.sdc
export NUM_CORES = 4
export LEC_CHECK = 1
export CORE_UTILIZATION = 30
</file>
<file path="constraint.sdc">
current_design a71

set clk_period 6.3
set clk_io_pct 0.2

create_clock -name clk0 -period $clk_period [get_ports {clk}]

set non_clock_inputs [all_inputs -no_clocks]
set_input_delay [expr $clk_period * $clk_io_pct] -clock clk0 $non_clock_inputs
set_output_delay [expr $clk_period * $clk_io_pct] -clock clk0 [all_outputs]
</file>
==> job_summary.md <==
## Synthesis and layout report

| Metric | Value |
|---|---|
| All-Layer GR Usage | 10.7% |
| Hold-fix buffers, CTS | 0 |
| Most frequent logic cell in the layout | dfxtp_1 |
| Final Critical Period | 4.96 ns |
| Clock buffer depth | 2 |
| Worst path top cell family by delay | adder cells |
| Wire per inst | 11.1 um |
| Fmax | 0.202 GHz |
| Post-synth seq share | 41.9% |
| EDFF count, synth | 23 |
| WHS Endpoint | my_1Hz_generator.my_edge_detect.is_edge |
| Relative slew slack | 67.1% |
| Worst-case reg-to-reg path depth | 19 |
| Starting DRT DRC Count | 68 |
| Status | completed |
| WP data arrival | 5.04 ns |
| Power Density | 218 nW/um^2 |
| Clock sinks | 75 |
| Seq. cell area | 1730 sq um |
| Num ports | 6 |
| Unrepaired setup endpoints after global routing | false |
| Number of buffers added on ports | 5 |
| Placer Congestion | 0.825 |
| WL final | 6890 um |
| Tightest Hold Check Type | flip-flop to flip-flop |
| CP Class | flip-flop to flip-flop |
| CP max FO | 6 |
| OpenROAD warning count | 27 |
| Flops after synth | 75 |
| CTS Buf Count | 9 |
| First-pass GRT wire length | 12300 um |
| Chip width | 119 um |
| Overflow after GRT | 0 |
| R2R Path End | my_1Hz_generator.sync_count[9] |
| Fillers | 1316 |
| # Cells Yosys | 427 |
| Largest net degree at the start of global routing | 21 |
| Reg-to-reg setup timing slack | 1.34 ns |
| FP Util | 31.0% |
| Bufs and invs on worst path | 1 |
| Async set-or-reset flop fraction in the synthesized netlist | 0% |
| Placed cells | 606 |
| Max Slew Vio Count | 0 |
| Setup_tns | 0 ns |
| Tightest Pin Transition | 0.487 ns |
| Setup violators final | 0 |
| Logic cell area | 2270 sq um |
| Max-cap violations | 0 |
| H-tree depth | 3 |
| Critical Path Start | my_1Hz_generator.gen_1Hz_counter[0] |
| Worst hold slack | 0.436 ns |
| Yosys aoi share | 8.32% |
| Clk root buf | clkbuf_16 |
| Logic family by area | simple AND/OR/NAND/NOR gates |
| Most used flip-flop cell after synthesis | dfxtp_1 |
| Die ar. | 14300 sq um |
| Antenna Cells | 0 |
| Final Util | 35.2% |
| Yosys synthesis chip area | 4140 sq um |
| Remaining DRCs | 0 |
| Crit path capture type | flip-flop |
| Layout Cells excl Fill | 622 |
| Clock latency (worst-skew pair) | 0.33 ns |
| Syn. warnings | 6 |
| Postcts setup bufs | 0 |
| Synthesized instance count | 427 |
| Clk pin slew, worst setup/hold paths | 0.06 ns |
| Worst reg2reg startpoint | my_1Hz_generator.gen_1Hz_counter[0] |
| Unique cell types | 48 |
| CP required | 6.38 ns |
| Std cell rows | 42 |
| MUX area fraction | 0.514% |
| Pleak | 1.77 nW |
| Worst Hold Launch | my_1Hz_generator.my_edge_detect.edge_detect[0] |
| Skew final | 0.00818 ns |
| Most frequent cells in the layout | dfxtp_1 (52), nor2_1 (45), xnor2_1 (38), ha_1 (38), inv_1 (33) |
| Slowest cell on the critical path | o41ai_1 |
| Final worst slack | 1.34 ns |
| Place WS | 1.43 ns |
| CTS resizes | 0 |
| Vias in the first global route | 2784 |
| CP Cell Sequence | ha_1 -> mux2_2 -> ha_1 -> inv_1 -> ha_1 -> fa_1 -> a21o_1 -> a21oi_1 -> xnor2_1 -> ha_1 -> o21ai_0 -> o21ai_0 -> o21ai_0 -> nor2b_1 -> xnor2_1 -> ha_1 -> o41ai_1 -> o21ai_0 -> xnor2_1 |
| Post-layout period usage of the worst path | 78.7% |
| Vias | 2895 |
| Synthesized area | 4140 sq um |
| DRT Pass-1 Iters | 4 |
| CP Launch Type | flip-flop |
| Crit-path max cell delay | 0.54 ns |
| Adder-cell share of the synthesized area | 12.9% |
| CTS tree | done |
| Max IR drop VDD | 0.194 mV |
| Simple Share, Synth | 19.7% |
| Cell mode on critical path | ha_1 |
| Post-detail-place hpwl | 4890 um |
| XOR Share, Synth | 13.3% |
| Final hold viol count | 0 |
| Share of cells above drive strength 1 | 5.83% |
| Initial antenna violation count | 0 |
| Syn avg cell area | 9.69 sq um |
| Routed vias/inst | 4.65 |
| Area Overhead vs Synth | 13.6% |
| Core area | 13300 sq um |
| Die y size | 119 um |
| Final ANT Viol Nets | 0 |
| Hold Path Depth | 1 |
[cells by family (layout without fill, tap and decap cells)]
| kind of cell | Yosys count | after routing |
|---|---|---|
| adders and majority gates | 41 | 41 |
| muxes | 2 | 2 |
| AOI/OAI and AO/OA | 53 | 53 |
| xor gates and xnor gates | 63 | 63 |
| and+or+nand+nor | 157 | 157 |
| buffers and inverters | 36 | 55 |
| DFF | 75 | 75 |
[worst max-delay path by stage]
stage	cells past startpoint	slack (ns)	to
CTS	19	1.37	my_1Hz_generator.sync_count[9]
global route	19	0.91	my_1Hz_generator.sync_count[9]
finish	19	1.34	my_1Hz_generator.sync_count[9]
[sequential cells by signal (all words and copies together) (netlist names)]
signal / flops
dcf_clock.clk_78_0: 1
dcf_clock.clk_78_90: 1
dcf_clock.counter: 9
my_1Hz_generator.ce_1Hz: 1
my_1Hz_generator.count_delta: 10
my_1Hz_generator.debounce_dcf_digital.count: 13
my_1Hz_generator.debounce_dcf_digital.state: 1
my_1Hz_generator.gen_1Hz_counter: 10
my_1Hz_generator.my_ce_1024Hz.ce_1024Hz: 1
my_1Hz_generator.my_ce_1024Hz.gen_1024Hz_counter: 16
my_1Hz_generator.my_edge_detect.edge_detect: 1
my_1Hz_generator.my_edge_detect.is_edge: 1
my_1Hz_generator.sync_count: 10
[metrics by stage]
stage / total power, mW / area (sq um)
after CTS: 1.04 / 4700
after floorplan: 0.513 / 4140
after detailed placement: 0.516 / 4400
after global routing: 1.06 / 4700
final: 1.02 / 4700
after global placement: 0.516 / 4400
[final cells by class]
cell class / instances / share of cell area, %
multi-input cells: 316 / 48.2
flip-flops and latches: 75 / 36.9
clock buffers: 10 / 4.87
well taps: 176 / 4.69
inverters: 33 / 2.64
clock inverters: 6 / 1.49
repair buffers: 6 / 1.23
[layer usage]
| layer | global-route usage [%] | wire length, um |
|---|---|---|
| met1 | 15.9 | 3550 |
| met4 | 2.19 | 163 |
| met2 | 16.3 | 2900 |
| met3 | 2.45 | 271 |
| met5 | 0 | 0 |
[synth_stat cells (2+ instances only)]
cell type	number	area share [%]
dfxtp_1	52	25
nor2_1	45	4.1
ha_1	38	11
xnor2_1	38	8.0
inv_1	33	3.0
nand2_1	25	2.3
xor2_1	25	5.3
edfxtp_1	23	17
nand3_1	20	2.4
a21oi_1	15	1.8
nand4_1	15	2.3
o21ai_0	12	1.5
nor2b_1	8	1.2
nor3_1	8	0.97
and2_1	6	0.91
and3_1	6	0.91
nor3b_1	4	0.73
o31ai_1	4	0.73
a211oi_1	3	0.54
a21boi_0	3	0.54
a21o_1	3	0.54
fa_1	3	1.5
nand2b_1	3	0.45
o21a_1	3	0.54
or4_1	3	0.54
and4_1	2	0.42
clkbuf_1	2	0.18
nor4_1	2	0.30
o311ai_0	2	0.42
o41ai_1	2	0.42
or2_2	2	0.30
[where the power goes]
| part | internal (mW) | leakage (nW) | switching, mW |
|---|---|---|---|
| Sequential | 0.496 | 0.640 | 0.00159 |
| Clock | 0.311 | 0.144 | 0.206 |
| Combinational | 0.00350 | 0.989 | 0.00416 |
Power figures rest on the tool's default switching activity, not on a simulated workload.
